File: ./run.sh
#!/bin/bash
# OpenROAD 26Q1-2900-gdf79404cd8, Yosys 0.63+post, stock flow scripts
make -C /OpenROAD-flow-scripts/flow DESIGN_CONFIG=/design/flow/config.mk WORK_HOME=/design/flow/orfs finish
File: ./config.mk
export PLATFORM = sky130hd
export DESIGN_NAME = ALU
export DESIGN_NICKNAME = ALU
export VERILOG_FILES = /design/flow/design.v
export SDC_FILE = /design/flow/constraint.sdc
export NUM_CORES = 4
export LEC_CHECK = 1
export CORE_UTILIZATION = 40
File: ./constraint.sdc
current_design ALU

set clk_period 23.9
set clk_io_pct 0.2

create_clock -name clk0 -period $clk_period

set non_clock_inputs [all_inputs -no_clocks]
set_input_delay [expr $clk_period * $clk_io_pct] -clock clk0 $non_clock_inputs
set_output_delay [expr $clk_period * $clk_io_pct] -clock clk0 [all_outputs]
File: ./design.v
module ALU (ALUctrl, data1, data2, out, zero, hi_reg, lo_reg, hi_out, lo_out); 
    input [4:0]ALUctrl; 
    input[31:0] data1, data2, hi_reg, lo_reg;   
    output reg[31:0] out, hi_out, lo_out;     
    output zero;   
    always @(*) begin 
        hi_out = hi_reg; 
        lo_out = lo_reg; 
        out = 32'd0;  
        case (ALUctrl)  
            5'd0:  out = data1 + data2;                      
            5'd1:  out = data1 - data2;                      
            5'd2:  out = data1 & data2;                      
            5'd3:  out = data1 | data2;                      
            5'd4:  out = data1 ^ data2;                      
            5'd5:  out = data2 << data1[4:0];                
            5'd6:  out = data2 >> data1[4:0];                
            5'd7:  out = $signed(data2) >>> data1[4:0];      
            5'd8:  out = ~(data1 | data2);                   
            5'd9:  out = ($signed(data1) != $signed(data2));  
            5'd10: out = ($signed(data1) == $signed(data2));  
            5'd11: out = ($signed(data1) < $signed(data2));   
            5'd12: out = (data1 < data2);                     
            5'd13: out = ($signed(data1) <= $signed(data2));  
            5'd14: out = ($signed(data1) > $signed(data2));   
            5'd15: out = {data2[15:0], 16'b0};                
            5'd16: out = ~data1;                              
            5'd17: out = ($signed(data1) >= $signed(data2));  
            5'd18: out = (data1 > data2);                     
            5'd19: begin   
                {hi_out, lo_out} = $signed(data1) * $signed(data2); 
                out = lo_out; 
            end  
            5'd20: begin   
                {hi_out, lo_out} = {hi_reg, lo_reg} + ($signed(data1) * $signed(data2)); 
                out = lo_out; 
            end  
            5'd21: begin   
                {hi_out, lo_out} = {hi_reg, lo_reg} + (data1 * data2); 
                out = lo_out; 
            end  
            default: out = 32'd0;  
        endcase 
    end 
    assign zero = (out == 32'd0);  
endmodule
==> deck_impl_summary.md <==
Synthesis and Place & Route Summary

Critical path
  • Top delay family on crit path: adder cells
  • CP max FO: 15
  • CP Class: in -> out
  • Critical Path RT: 19120 ps
  • Max stage delay on crit path: 1200 ps
  • CP Capture Type: output pin
  • CP bufs+invs: 10
  • Crit-path most repeated cell: fa_1
  • Worst Path Arrival: 15880 ps
  • CP max-delay cell: clkdlybuf4s50_1
  • CP Launch Type: input pin

Yosys
  • Yosys stat chip area: 0.0619 mm2
  • # Cells Yosys: 7272
  • Synth unique cells: 86
  • Register area share after synthesis: 0%
  • Synthesized instance count: 7272
  • YS warnings: 1
  • Mapped Avg Cell Area: 8.51 um2
  • Area of the mapped netlist: 0.0619 mm2

Final layout
  • FILL cells: 15200
  • Sequential Area: 0 um2
  • Commonest non-fill, non-tap cells in the layout: 1789 x inv_1, 1537 x fa_1, 775 x nand2_1
  • Synthesis-to-finish area growth: 8.06%
  • Comb area: 0.0538 mm2
  • Non-filler instance count after layout: 9379
  • Clock Buffer Count: 0
  • Flop count: 0
  • Commonest Layout Cell: inv_1
  • Layout cells sized above 1: 4.36%

Floorplan
  • Floorplan core density: 40.2%
  • Die height: 395 um
  • Chip width: 395 um
  • FP Rows: 144
  • Die area: 0.156 mm2
  • Num ports: 230
  • Core Area: 0.154 mm2

Hold path
  • Worst Hold Class: in -> out

Global route
  • Largest net degree at the start of global routing: 86
  • Total gr overflow: 0
  • Global-route wire length before repair: 370000 um
  • Total global-route track usage: 34.5%
  • Initial antenna violation count: 8
  • Vias in the first global route: 55700

STA
  • Least-Margin Pin Slew: 1250 ps
  • Hold Fails Final Rpt: 0
  • Fin. max-slew vios: 0
  • Final worst-path cycle share: 86.4%
  • Slew HR: 16.1%
  • Setup TNS Final: 0 ps
  • Final worst path period need: 20660 ps
  • RSZ-0062 raised after global routing: no
  • Maximum achievable frequency: 48.4 MHz
  • Final setup margin: 3240 ps
  • Setup violators final: 0

Pwr
  • Peak VDD IR: 1.07 mV
  • Switch Pwr: 28.5 mW
  • Internal power component: 18.1 mW
  • Leakage: 33.5 nW
  • Total power per unit cell area: 697 mW/mm2
  • Sw frac: 61.1%

Placed design
  • Final HPWL DP: 207000 um
  • Post-Place Worst Slack: 3480 ps
  • Dpl cells: 9376
  • GPL Wtd Cong: 1.08
  • I/O Buffers: 230

Clock tree
  • Postcts setup bufs: 0
  • Post-CTS sizing: 0
  • Cts hold-fix bufs: 0

Drt
  • Via Count: 51800
  • DR pass1 iterations: 6
  • Remaining antenna violation count: 0
  • Total Wirelength: 247000 um
  • Initial drt markers: 3348
  • # DRC: 0
  • Vias/cell: 5.52
  • DR WL/cell: 26.4 um

Flow run
  • Max_cap viols: 0
  • Tool Warnings: 97

Run status
  • Status: completed
[path summary, 6_finish.rpt]
kind                  startpoint  cells past startpoint  slack [ps]        end
worst max-delay path   data1[11]                     32        3240       zero
worst min-delay path   lo_reg[2]                      4       10480  lo_out[2]
[power groups by stage]
stage / Combinational, mW / Sequential (mW) / Clock, mW
global route: 51.5 / 0 / 0.00000000560
CTS: 46.2 / 0 / 0
[cell usage after synthesis, types with 21 or more instances]
cell / n / area [um2]
xor2_1: 51 / 447
mux2_2: 24 / 270
clkbuf_1: 251 / 942
a22oi_1: 51 / 383
nor3_1: 61 / 305
nand4_1: 24 / 150
buf_1: 87 / 327
fa_1: 1537 / 30800
nor2_1: 742 / 2790
buf_2: 26 / 130
xnor2_1: 89 / 780
a21oi_1: 247 / 1240
o211ai_1: 30 / 225
o21bai_1: 33 / 248
a211oi_1: 36 / 270
nand2_1: 776 / 2910
inv_1: 1791 / 6720
and3_1: 28 / 175
a221oi_1: 35 / 307
mux4_2: 39 / 878
a21o_1: 96 / 721
o21ai_0: 192 / 961
a2111oi_0: 21 / 184
o22ai_1: 21 / 131
mux2i_1: 44 / 440
nand3_1: 56 / 280
nor2b_1: 29 / 181
a31oi_1: 34 / 213
nand2b_1: 36 / 225
ha_1: 465 / 5820
[worst min-delay path, delay by kind of cell]
| kind | cells | cell delay [ps] |
|---|---|---|
| buffers and inverters | 2 | 800 |
| AND/OR/NAND/NOR | 2 | 110 |
[final cells by class]
class,count,share of cell area (%)
antenna,3,0.0112
multi-input combinational,5089,80.3
inverter,1817,10.2
tap,2044,3.82
timing repair buffer,426,5.63
[metrics by stage]
stage	utilization [%]	instance area (um2)	power (mW)	hold slack [ps]
after CTS	43.5	66900	46.2	10500
after floorplan	-	61900	31.1	9620
after global placement	43.5	66900	45.8	10510
after global routing	43.5	66900	51.5	10570
after detailed placement	43.5	66900	45.7	10490
final	43.5	66900	46.6	10480
[per-layer routing]
| metal | global-route usage [%] | wire (um) | vias up |
|---|---|---|---|
| li1 | - | - | 22300 |
| met1 | 43.7 | 86100 | 25900 |
| met2 | 49.8 | 110000 | 2898 |
| met3 | 16.7 | 32700 | 633 |
| met4 | 18.8 | 18600 | 12 |
| met5 | 0.677 | 212 | - |
[kinds of logic (layout without fill, tap and decap cells)]
group | count (synthesis) | in the layout | synth area share [%]
other | 0 | 3 | 0
muxes | 107 | 107 | 2.57
xor gates and xnor gates | 140 | 140 | 1.98
AOI/OAI and AO/OA | 998 | 998 | 10.7
adders and majority gates | 2002 | 2002 | 59.1
and+or+nand+nor | 1842 | 1842 | 12.3
buffers and inverters | 2183 | 2243 | 13.3
No activity file was given, so power comes from the tool's default toggle rates.
