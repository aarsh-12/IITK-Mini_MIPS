`/design/flow/run.sh`:
```
#!/bin/bash
# OpenROAD 26Q1-2900-gdf79404cd8, Yosys 0.63+post, stock flow scripts
make -C /OpenROAD-flow-scripts/flow DESIGN_CONFIG=/design/flow/config.mk WORK_HOME=/design/flow/orfs finish
```
`/design/flow/constraint.sdc`:
```
current_design register_file

set clk_period 11.0
set clk_io_pct 0.2

create_clock -name clk0 -period $clk_period [get_ports {clk}]

set non_clock_inputs [all_inputs -no_clocks]
set_input_delay [expr $clk_period * $clk_io_pct] -clock clk0 $non_clock_inputs
set_output_delay [expr $clk_period * $clk_io_pct] -clock clk0 [all_outputs]
```
`/design/flow/design.v`:
```
module register_file(rs, rt, rd, rs_data, rt_data, rd_data, RegWrite, rst, clk);
    input rst, clk, RegWrite;
    input [4:0]rs, rt, rd;
    output [31:0] rs_data, rt_data;
    input [31:0] rd_data;
    reg [31:0] RF[31:0];
    assign rs_data = RF[rs];
    assign rt_data = RF[rt];
    integer i;
    always@(posedge clk or posedge rst) begin 
        if(rst) begin
            for(i = 0; i <= 31; i = i+1)
                RF[i] <= 0;
        end
        else if(RegWrite && rd != 0) 
            RF[rd] <= rd_data;
    end
endmodule
```
`/design/flow/config.mk`:
```
export PLATFORM = sky130hd
export DESIGN_NAME = register_file
export DESIGN_NICKNAME = register_file
export VERILOG_FILES = /design/flow/design.v
export SDC_FILE = /design/flow/constraint.sdc
export NUM_CORES = 4
export LEC_CHECK = 1
export CORE_UTILIZATION = 50
```
==> results.sh <==
# implementation run metrics
export IMPL_mappedNetlistArea_um2=51300
export IMPL_post_cts_resized_instances=0
export IMPL_routed_wl_um=277000
export IMPL_grt_overflow_total=0
export IMPL_max_stage_delay_ns=0.93
export IMPL_clock_root_buffer="sky130_fd_sc_hd__clkbuf_16"
export IMPL_critical_path_fanout_max=24
export IMPL_comb_power_share_pct=14.4
export IMPL_log_warning_count=32
export IMPL_yosys_cell_count_top_type="sky130_fd_sc_hd__dfrtp_1"
export IMPL_syn2layout_area_growth_pct=13.8
export IMPL_outcome="finished clean"
export IMPL_power_density_cell_area_nw_per_um2=185
export IMPL_grt_first_pass_wirelength_um=374000
export IMPL_design_die_area_um2=104000
export IMPL_netSwitchingPower_uw=3140
export IMPL_flip_flops_with_a_built_in_enable=0
export IMPL_report_final_slew_viol_count=0
export IMPL_core_um2=102000
export IMPL_routed_wire_length_per_instance_um=47.1
export IMPL_antenna_found_initial=16
export IMPL_die_height_um=322
export IMPL_synth_async_sr_flop_share_pct=100
export IMPL_worstPathCellList="clkdlybuf4s50_1 > buf_4 > nand2b_1 > nor2_4 > buf_4 > a22oi_1 > nand4_1 > nor3_1 > a21oi_1 > clkdlybuf4s50_1"
export IMPL_place_detailed_hpwl_um=169000
export IMPL_cellLeakagePower_uw=0.0256
export IMPL_detail_route_vias_per_cell=7.75
export IMPL_clk_insertion_delay_late_ns=0.71
export IMPL_post_synth_most_frequent_cells="sky130_fd_sc_hd__dfrtp_1, sky130_fd_sc_hd__mux2_2, sky130_fd_sc_hd__a22oi_1, sky130_fd_sc_hd__nand2_1, sky130_fd_sc_hd__clkbuf_1"
export IMPL_synth_xor_area_share_pct=0
export IMPL_internal_power_uw=7650
export IMPL_numPortBuffers=113
export IMPL_drc=0
export IMPL_synth_top_area_share_pct=49.9
export IMPL_fp_util_pct=50.5
export IMPL_drt_antenna_violating_nets=0
export IMPL_timing_hold_worst_class="register to register"
export IMPL_global_route_usage_total_pct=56.2
export IMPL_finalClockPeriodUsage_pct=82.1
export IMPL_critical_path_top_delay_family="buffers and inverters"
export IMPL_post_synth_and_or_nand_nor_area_fraction_pct=7.42
export IMPL_drt_first_iter_violations=6103
export IMPL_critPathArrivalTime_ns=6.83
export IMPL_timing_final_ws_setup_ns=1.97
export IMPL_vdd_ir_drop_worst_mv=0.149
export IMPL_max_cap_violations=0
export IMPL_numClockSinks=1024
export IMPL_htreeDepth=3
export IMPL_cts_inserted_buffers=110
export IMPL_yosys_area_share_aoi_pct=15.6
export IMPL_start_kind="input port"
export IMPL_adder_share_pct=0
export IMPL_syn_instance_count=4394
export IMPL_post_placement_worst_setup_slack_ns=2.36
export IMPL_fraction_of_power_consumed_by_the_clock_network_pct=37.0
export IMPL_drt_pass1_iter_count=11
export IMPL_dr_total_vias=45594
export IMPL_critical_path_slowest_cell="sky130_fd_sc_hd__nor2_4"
export IMPL_cts_root_to_sink_buffers=3
export IMPL_synthMuxAreaShare_pct=23.0
export IMPL_cts_setup_buffers=0
export IMPL_clock_slew_at_reported_path_ffs_ns=0.06
export IMPL_ff_type="sky130_fd_sc_hd__dfrtp_1"
export IMPL_whs_ns=0.403
export IMPL_max_flop_register="RF"
export IMPL_placementRows=117
export IMPL_slew_headroom_pct=1.96
export IMPL_synth_chip_area_um2=51300
export IMPL_avgSynthCellArea_um2=11.7
export IMPL_report_final_setup_viol=0
export IMPL_yosysWarningCount=2
export IMPL_postLayoutCellArea_um2=58400
export IMPL_unrepaired_setup_endpoints_after_global_routing="false"
export IMPL_synth_cell_types=66
export IMPL_pin_count_of_the_biggest_net_entering_global_routing=101
export IMPL_die_w_um=322
export IMPL_synth_top_cells_by_area="sky130_fd_sc_hd__dfrtp_1, sky130_fd_sc_hd__mux2_2, sky130_fd_sc_hd__a22oi_1"
export IMPL_layout_drive_gt1_share_pct=34.0
export IMPL_synth_seq_cells=1024
export IMPL_placement_cell_area_um2=54500
export IMPL_flip_flop_count_of_the_largest_register_after_layout=1024
export IMPL_cts_hold_fix_buffers=0
export IMPL_gp_congestion=1.07
export IMPL_top_regs="RF (1024)"
export IMPL_crit_required_ns=8.80
export IMPL_post_synthesis_sequential_area_ratio_pct=49.9
export IMPL_finalHoldViolations=0
export IMPL_synth_top_cell_by_area="sky130_fd_sc_hd__dfrtp_1"
export IMPL_power_switching_share_pct=29.1
export IMPL_critPathBufInv=4
export IMPL_synth_comb_largest_family="multiplexers"
export IMPL_first_global_vias=43978
export IMPL_crit_path_end_kind="output port"
export IMPL_placedCellCount=5662
export IMPL_clock_fmax_mhz=111
export IMPL_criticalPathCategory="input port to output port"
export IMPL_tightestPinTransition_ns=1.46
export IMPL_cts_tree="built"
export IMPL_clock_skew_ns=0
export IMPL_yosys_cells=4394
export IMPL_post_route_min_period_ns=9.03
export IMPL_power_sequential_fraction_pct=48.6
export IMPL_io_pins=114
export IMPL_fillerInstances=8403
export IMPL_final_cell_count_no_fill=5881
## cell usage in the layout, fill, tap and decap left out, types with 34 or more instances in the layout
| cell | Yosys | layout |
|---|---|---|
| sky130_fd_sc_hd__dfrtp_1 | 1024 | 1024 |
| sky130_fd_sc_hd__mux2_2 | 996 | 996 |
| sky130_fd_sc_hd__a22oi_1 | 751 | 751 |
| sky130_fd_sc_hd__buf_4 | 20 | 242 |
| sky130_fd_sc_hd__nand2_1 | 252 | 239 |
| sky130_fd_sc_hd__clkbuf_16 | 0 | 115 |
| sky130_fd_sc_hd__nor2_1 | 155 | 105 |
| sky130_fd_sc_hd__clkdlybuf4s50_1 | 0 | 105 |
| sky130_fd_sc_hd__nand4_1 | 101 | 101 |
| sky130_fd_sc_hd__a21oi_1 | 84 | 84 |
| sky130_fd_sc_hd__nor2_4 | 4 | 71 |
| sky130_fd_sc_hd__nor3_1 | 55 | 52 |
| sky130_fd_sc_hd__nand3_1 | 52 | 50 |
| sky130_fd_sc_hd__mux2i_1 | 45 | 45 |
| sky130_fd_sc_hd__a22o_1 | 35 | 35 |
| sky130_fd_sc_hd__nor4_1 | 35 | 34 |
## metrics by stage
| stage | utilization [%] | total power [uW] | TNS [ns] |
|---|---|---|---|
| after global placement | 53.6 | 6750 | 0 |
| after detailed placement | 53.6 | 6760 | 0 |
| after global routing | 57.4 | 11100 | 0 |
| after CTS | 57.4 | 10700 | 0 |
| final | 57.4 | 10800 | 0 |
| after floorplan | - | 5950 | -5441.47 |
## worst paths after layout
check / start / end / slack [ns] / cells after the start
worst max-delay path: rs[0] / rs_data[28] / 1.97 / 10
worst min-delay path: RF[0][2]$_DFFE_PP0P_ / RF[0][2]$_DFFE_PP0P_ / 0.40 / 0
worst max register to register: RF[6][26]$_DFFE_PP0P_ / RF[6][26]$_DFFE_PP0P_ / 10.02 / 1
worst min register to register: RF[0][2]$_DFFE_PP0P_ / RF[0][2]$_DFFE_PP0P_ / 0.40 / 0
max in group asynchronous: rst / RF[3][21]$_DFFE_PP0P_ / 6.47 / 5
min in group asynchronous: rst / RF[5][1]$_DFFE_PP0P_ / 1.96 / 2
## power by group through the flow
stage | Clock, uW | Sequential (uW) | Combinational, uW
after global routing | 4150 | 5300 | 1640
after CTS | 4010 | 5200 | 1520
final | 3990 | 5250 | 1550
## cell type report
type | instances | area (um^2) | area share, %
Antenna cell | 19 | 47.5 | 0.0814
Clock buffer | 159 | 3220 | 5.52
Clock inverter | 41 | 612 | 1.05
Inverter | 7 | 30.0 | 0.0514
Multi-Input combinational cell | 2907 | 24200 | 41.4
Sequential cell | 1024 | 25600 | 43.9
Tap cell | 1368 | 1710 | 2.93
Timing Repair Buffer | 356 | 2960 | 5.06
## cells by family after synthesis
| group | Yosys count |
|---|---|
| AOI/OAI and AO/OA | 1077 |
| muxes | 1052 |
| buffers and inverters | 463 |
| DFF | 1024 |
| and+or+nand+nor | 778 |
## metal layers
layer | part of all wire [%] | wire, um | vias up | GRT usage, %
met3 | 18 | 49200 | 1573 | 38.0
met4 | 9.0 | 24800 | 29 | 34.0
met2 | 38 | 106000 | 4313 | 70.3
li1 | - | - | 16838 | -
met1 | 35 | 96700 | 22841 | 71.8
met5 | 0.18 | 491 | - | 2.64
No activity file was given, so power comes from the tool's default toggle rates.
