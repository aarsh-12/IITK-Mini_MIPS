### flow/config.mk
export PLATFORM = sky130hd
export DESIGN_NAME = PC_change
export DESIGN_NICKNAME = PC_change
export VERILOG_FILES = /design/flow/design.v
export SDC_FILE = /design/flow/constraint.sdc
export NUM_CORES = 4
export LEC_CHECK = 1
export CORE_AREA = 10 10 109 109
export DIE_AREA = 0 0 119 119
### flow/constraint.sdc
current_design PC_change

set clk_period 1.0
set clk_io_pct 0.2

create_clock -name clk0 -period $clk_period [get_ports {clk}]

set non_clock_inputs [all_inputs -no_clocks]
set_input_delay [expr $clk_period * $clk_io_pct] -clock clk0 $non_clock_inputs
set_output_delay [expr $clk_period * $clk_io_pct] -clock clk0 [all_outputs]
### flow/design.v
module PC_change(clk, rst, done, PC_in, PC_out);
    input rst, clk, done;
    input [31:0] PC_in;
    output reg[31:0] PC_out;
    always@(posedge clk or posedge rst) begin
        if(rst) 
            PC_out <= 0;
        else if (!done) 
            PC_out <= PC_in;
        else 
            PC_out <= PC_out;
    end
endmodule
### flow/run.sh
#!/bin/bash
# OpenROAD 26Q1-2900-gdf79404cd8, Yosys 0.63+post, stock flow scripts
make -C /OpenROAD-flow-scripts/flow DESIGN_CONFIG=/design/flow/config.mk WORK_HOME=/design/flow/orfs finish
==> flow_summary.toml <==
# flow metrics
[power]
p_sw_share_pct = 21.7
power_mw = 3.18
comb_power_share_pct = 20.8
clkPwrFrac_pct = 32.4
p_int_mw = 2.49
seqPwrFrac_pct = 46.8
power.density_nw_per_um2 = 1410
max-vdd-ir-drop_mv = 0.424
p_sw_uw = 691
static-leakage-power_nw = 1.07

[clock_tree]
htree_levels = 2
cts-root-buf = "clkbuf_8"
hold_buffers = 0
clkLatencyLatePin_ns = 0.27
clock_sinks = 32
clock_path_buffers = 2
numCtsBuffers = 5
cts_tree = "done"
clk_pin_slew_ns = 0.07

[layout]
largest_reg_flops = 32
mostFrequentLayoutCells = "33 x clkdlybuf4s50_1, 33 x buf_2, 32 x dfrtp_1"
layout.area.comb_sq_um = 473
final_core_util_pct = 23.4
n_fill_cell = 1056
area_growth_pct = 66.9
drive_above_1_share_pct = 58.3
regArea_sq_um = 801
largestRegisters = "PC_out (32)"
top_register = "PC_out"

[logic_synthesis]
ys_warn_count = 1
avgSynthCellArea_sq_um = 19.5
top_cells_by_area = "dfrtp_1 59%, mux2_4 33%, buf_12 4.5%, mux2_2 1.7%, buf_6 0.83%"
ys_chip_area_sq_um = 1350
synth_cell_type_count = 6
ys.flops = 32
top_area_share_pct = 59.4
yosys-stat-cells = 69
synth_top_cell_by_area = "dfrtp_1"
synthCells = 69
postSynthSeqShare_pct = 59.4
syn_area_sq_um = 1350

[global_route]
grt_pass1_vias = 959
antenna_found_initial = 0
overflow = 0
grt_pass1_wl_mm = 5.45
grt_max_degree = 22
grtUsageTotal_pct = 4.67

[worst_setup_path]
r2r_end = "PC_out[20]$_DFFE_PP0N_"
worstSetupEndpointType = "flop"
r2r_cells = 3
rrSetupSlack_ns = 0.006
crit_required_ns = 1.16
crit_path_end = "PC_out[20]$_DFFE_PP0N_"
reg2reg_from = "PC_out[20]$_DFFE_PP0N_"
path_max_fanout = 2
critPathKind = "reg2reg"
cp-start-kind = "flop"
crit_start = "PC_out[20]$_DFFE_PP0N_"
critPathArrivalTime_ns = 1.16

[die]
top_level_ports = 67
dieArea_sq_um = 14200
row_count = 36
initCoreUtil_pct = 14.0
die_y_um = 119
die_w_um = 119
core-area_sq_um = 9640

[timing]
fin_crit_ns = 0.994
grt_setup_unrepaired = "yes"
hold_viol_final = 0
final-max-slew-violation-count = 0
timing.final.crit_share_pct = 99.4
setup_violations = 0
fin_skew_ns = 0
tightest_slew_ns = 0.176
slew-limit-headroom_pct = 88.3
fmax_ghz = 1.01

[routing]
totalWireLength_mm = 3.43
avgViaCountPerCell = 3.00
drtAntennaViolNets = 0
drt_iter0_drc = 17
wl_per_cell_um = 11.6
post-route-drc-count = 0
top_layer = "met4"
firstDrtPassIters = 2
dr_wl_met3_um = 214
vias = 887
routedLengthMet1_mm = 1.63
antennaDiodeCount = 0
route.met2.wl_mm = 1.50

[placement]
gp_congestion = 0.689
io_buffers = 66
place_hpwl_mm = 2.56

[run_status]
outcome = "finished clean"

[hold_path]
hold_class = "in2async"

[flow_run]
openroad.warnings = 27
cap_viol_max_count = 0
[power by group through the flow]
stage	Sequential, mW	Combinational (mW)	Clock [mW]
finish	1.49	0.661	1.03
CTS	1.49	0.631	1.12
global route	1.50	0.722	1.16
[metrics by stage]
step           cell area [sq um]  setup WS, ns  setup TNS [ns]  instances  hold slack, ns
3_5_place_dp                2200       -0.0648          -0.333        272           0.490
2_1_floorplan               1350         0.109               0         69           0.316
4_1_cts                     2180       -0.0263         -0.0573        287           0.261
3_3_place_gp                2200       -0.0709          -0.310        272           0.490
6_report                    2250       0.00624               0        296           0.264
5_1_grt                     2250       -0.0372          -0.375        296           0.287
[worst min-delay path by stage]
stage	start	endpoint	cells after the start	slack, ns
CTS	rst	PC_out[6]$_DFFE_PP0N_	3	0.26
finish	rst	PC_out[6]$_DFFE_PP0N_	3	0.26
global route	rst	PC_out[7]$_DFFE_PP0N_	3	0.29
[per-layer routing]
layer / vias to the layer above / GRT usage [%]
li1: 420 / -
met1: 422 / 6.51
met5: - / 0
met2: 40 / 6.98
met4: 0 / 0.992
met3: 5 / 1.49
[cell families (layout without fill, tap and decap cells)]
| logic type | after synthesis | after routing | share of synthesized area [%] |
|---|---|---|---|
| buffers and inverters | 5 | 99 | 5.57 |
| flip-flops | 32 | 32 | 59.4 |
| multiplexers | 32 | 32 | 35.1 |
[area by class of cell]
type	instances	area share (%)
sequential	32	35.6
tap	133	7.39
inverter	1	0.167
timing repair buffer	90	31.9
multi-input combinational	32	21.0
clock buffer	8	4.00
[cells in the mapped netlist]
library cell / n
mux2_4: 30
dfrtp_1: 32
buf_12: 3
buf_6: 1
mux2_2: 2
inv_1: 1
[worst max-delay path, stage by stage (launching register included)]
cell and delay (ns):
dfrtp_1 0.39, buf_4 0.14, buf_4 0.12, mux2_4 0.24
[timing repair]
item                       4_1_cts  5_1_grt
resized                         97        0
buffers inserted                 7        9
setup endpoints to repair       32       30
No activity file was given, so power comes from the tool's default toggle rates.
